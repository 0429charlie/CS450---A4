File: flow/design.v
module mips(
	input clk, reset,
	output [31:0] instr_addr,
	input [31:0] instr_in,
	output logic [31:0] data_addr,
	input [31:0] data_in,
	output logic [31:0] data_out,
	output logic [1:0] data_access_size, 
	output data_rd_wr);
	    parameter mem_file = "SimpleAdd.x";
	parameter [31:0] mem_start = 32'h80020000;
	parameter mem_depth = 2**20;  
	typedef enum { sz_byte, sz_word, sz_4word, sz_8word } mem_access_sizes;
	parameter [31:0] pc_init = 0;
	parameter [31:0] sp_init = 0;
	parameter [31:0] ra_init = 0;
	logic [31:0] pc;
	assign instr_addr = pc;
	logic [31:0] ir;
    logic [4:0] reg_rd_num0, reg_rd_num1;
    wire [31:0] reg_rd_data0, reg_rd_data1;
	assign reg_rd_num0 = ir[25:21];
	assign reg_rd_num1 = ir[20:16];
	logic [31:0] a, b, sign_ext_imm;
	logic [31:0] alu_out;
	int lw = 1;
	int lbu = 0;
	logic st_en;
	assign data_out = b;
	assign data_rd_wr = ~st_en;
    logic [4:0] reg_wr_num;
    logic [31:0] reg_wr_data;
    logic reg_wr_en;
	assign reg_wr_data = lw ? alu_out : lbu ? {24'b000000000000000000000000, data_in[7:0]} : data_in;
	enum { init, fetch, id, ex, me, wb } state;
    regfile #(.sp_init(sp_init), .ra_init(ra_init)) regs(
		.wr_num(reg_wr_num), .wr_data(reg_wr_data), .wr_en(reg_wr_en),
        .rd0_num(reg_rd_num0), .rd0_data(reg_rd_data0),
		.rd1_num(reg_rd_num1), .rd1_data(reg_rd_data1),
        .clk(clk), .reset(reset));
	always @(posedge clk or posedge reset) begin
		if(reset) begin
			reg_wr_en <= 0;
			pc <= pc_init;
			state <= init;
		end
		else
			case(state)
				init: begin
					state <= fetch;
				end
				fetch: begin							 
					ir <= instr_in;						 
					pc <= pc + 4;
					state <= id;
					data_access_size <= sz_word;		 
				end
				id: begin
					if ((ir[31:26] == 6'b000000) && (ir[5:0] == 6'b001000)) begin
						ir[25:21] <= 5'b11111;
						a <= reg_rd_data0;
					end else begin
						a <= reg_rd_data0;
						b <= reg_rd_data1;
					end
					if ((ir[31:26] == 6'b000100)) begin	 
						sign_ext_imm <= {{16{ir[15]}},{ir[15:0]}} << 2;
					end else if (ir[31:26] == 6'b000010) begin  
						sign_ext_imm <= {{6{ir[25]}},{ir[25:0]}} << 2;
					end else if (ir[31:26] == 6'b000101) begin 	 
						sign_ext_imm <= {{16{ir[15]}},{ir[15:0]}} << 2;
					end else if (ir[31:26] == 6'b000011) begin	 
						sign_ext_imm <= {{6{ir[25]}},{ir[25:0]}} << 2;
					end else if ((ir[31:26] == 6'b000000) && (ir[5:0] == 6'b000000)) begin 	 
						sign_ext_imm <= {{27{ir[10]}},{ir[10:6]}};
					end else begin	 
						sign_ext_imm <= {{16{ir[15]}},{ir[15:0]}};
					end  
					state <= ex;
				end
				ex: begin								 
					if (ir[31:26] == 6'b001001) begin	 
						alu_out <= a + sign_ext_imm;
						st_en <= 0;
					end else if (ir[31:26] == 6'b101011) begin
						st_en <= 1;
						data_addr <= a + sign_ext_imm;
						b <= reg_rd_data1;
					end else if (ir[31:26] == 6'b100011) begin
						st_en <= 0;
						data_addr <= a + sign_ext_imm;
					end else if (ir[31:26] == 6'b000000) begin
						if (ir[5:0] == 6'b100001) begin
							st_en <= 0;
							alu_out <= a + b;
						end else if (ir[5:0] == 6'b001000) begin
							st_en <= 0;	
							a <= reg_rd_data0;	 
						end else if (ir[25:0] == 0) begin
							st_en <= 0;
						end else if (ir[5:0] == 6'b000000) begin  
							alu_out <= b << sign_ext_imm;
							st_en <= 0;
						end else if (ir[5:0] == 6'b100011) begin  
							alu_out <= a - b;
							st_en <= 0;
						end
					end else if (ir[31:26] == 6'b001010) begin	 
						if (a < sign_ext_imm) begin
							alu_out <= 32'b00000000000000000000000000000001;
						end else begin
							alu_out <= 32'b00000000000000000000000000000000;
						end
						st_en <= 0;
					end else if (ir[31:26] == 6'b000100) begin	 
						if (a == b) begin
							alu_out <= 1;
						end else begin
							alu_out <= 0;
						end
						st_en <= 0;
					end else if (ir == 0) begin	 
						st_en <= 0;
					end else if (ir[31:26] == 6'b000010) begin	 
						st_en <= 0;
					end else if (ir[31:26] == 6'b000011) begin	 
						alu_out <= pc + 4;
						st_en <= 0;
					end else if (ir[31:26] == 6'b000101) begin 	 
						if (a == b) begin
							alu_out <= 0;
						end else begin
							alu_out <= 1;
						end
						st_en <= 0;
					end else if (ir[31:26] == 6'b011100) begin  
						alu_out <= a * b;
						st_en <= 0;
					end else if (ir[31:26] == 6'b001111) begin  
						alu_out <= (sign_ext_imm << 16);
						st_en <= 0;
					end else if (ir[31:26] == 6'b100100) begin  
						data_addr <= a + sign_ext_imm;
						st_en <= 0;
						data_access_size <= sz_byte;
					end else if (ir[31:26] == 6'b101000) begin  
						data_addr <= a + sign_ext_imm;
						b <= reg_rd_data1;
						st_en <= 1;
					end 
					state <= me;
				end
				me: begin								 
					if (ir[31:26] == 6'b001001) begin
						reg_wr_en <= 1;
						reg_wr_num <= ir[20:16];
					end else if (ir[31:26] == 6'b101011) begin
						reg_wr_en <= 0;
						reg_wr_num <= 0;
					end else if (ir[31:26] == 6'b100011) begin
						reg_wr_en <= 1;
						reg_wr_num <= ir[20:16];
						lw <= 0;	 
					end else if (ir[31:26] == 6'b000000) begin
						if (ir[5:0] == 6'b100001) begin
							reg_wr_en <= 1;
							reg_wr_num <= ir[15:11];
						end else if (ir[5:0] == 6'b001000) begin
							reg_wr_en <= 0;
							reg_wr_num <= 0;
							pc <= a;
						end else if (ir[25:0] == 0) begin
							reg_wr_en <= 0;
							reg_wr_num <= 0;
						end else if (ir[5:0] == 6'b000000) begin  
							reg_wr_en <= 1;
							reg_wr_num <= ir[15:11];
						end  else if (ir[5:0] == 6'b100011) begin  
							reg_wr_en <= 1;
							reg_wr_num <= ir[15:11];
						end
					end else if (ir[31:26] == 6'b001010) begin	 
						reg_wr_en <= 1;
						reg_wr_num <= ir[20:16];
					end else if (ir[31:26] == 6'b000100) begin	 
						if (alu_out == 1) begin
							pc <= pc + sign_ext_imm;
						end 
						reg_wr_en <= 0;
						reg_wr_num <= 0;
					end else if (ir == 0) begin		 
						reg_wr_en <= 0;
						reg_wr_num <= 0;
					end else if (ir[31:26] == 6'b000010) begin	 
						pc <= {pc[31:28],sign_ext_imm[27:0]};
						reg_wr_en <= 0;
						reg_wr_num <= 0;
					end else if (ir[31:26] == 6'b000011) begin	 
						pc <= {pc[31:28],sign_ext_imm[27:0]};
						reg_wr_en <= 1;
						reg_wr_num <= 5'b11111;
					end else if (ir[31:26] == 6'b000101) begin 	 
						if (alu_out == 1) begin
							pc <= pc + sign_ext_imm;
						end 
						reg_wr_en <= 0;
						reg_wr_num <= 0;
					end else if (ir[31:26] == 6'b011100) begin  
						reg_wr_en <= 1;
						reg_wr_num <= ir[15:11];
					end else if (ir[31:26] == 6'b001111) begin  
						reg_wr_en <= 1;
						reg_wr_num <= ir[20:16];
					end else if (ir[31:26] == 6'b100100) begin  
						reg_wr_en <= 1;
						reg_wr_num <= ir[20:16];
						lw <= 0;
						lbu <= 1;
					end else if (ir[31:26] == 6'b101000) begin  
						reg_wr_en <= 0;
						reg_wr_num <= 0;
					end 
					st_en <= 0;
					state <= wb;
				end
				wb: begin
					lw <= 1;		 
					lbu <= 0;		 
					reg_wr_en <= 0;
					state <= fetch;
				end
				default: begin
					reg_wr_en <= 0;
					state <= fetch;
				end
			endcase
	end
endmodule
module regfile(
		input [4:0] wr_num, input [31:0] wr_data, input wr_en,
		input [4:0] rd0_num, output [31:0] rd0_data,
		input [4:0] rd1_num, output [31:0] rd1_data,
		input clk, reset);
	parameter [31:0] sp_init = 0;
	parameter [31:0] ra_init = 0;
    reg[31:0] data [1:31];  
	always @(posedge clk or posedge reset)
	if(reset) begin
		data[29] <= sp_init;
		data[31] <= ra_init;
	end
	else begin
        if(wr_en && wr_num!=0) data[wr_num] <= wr_data;
	end
   	assign rd0_data = (rd0_num!=0) ? data[rd0_num] : 32'h00000000;
   	assign rd1_data = (rd1_num!=0) ? data[rd1_num] : 32'h00000000;
endmodule
File: flow/run.sh
#!/bin/bash
# OpenROAD 26Q1-2900-gdf79404cd8, Yosys 0.63+post, stock flow scripts
make -C /OpenROAD-flow-scripts/flow DESIGN_CONFIG=/design/flow/config.mk WORK_HOME=/design/flow/orfs finish
File: flow/config.mk
export PLATFORM = sky130hd
export DESIGN_NAME = mips
export DESIGN_NICKNAME = mips
export VERILOG_FILES = /design/flow/design.v
export SDC_FILE = /design/flow/constraint.sdc
export NUM_CORES = 4
export LEC_CHECK = 1
export CORE_UTILIZATION = 40
export SYNTH_HDL_FRONTEND = slang
File: flow/constraint.sdc
current_design mips

set clk_period 28.8
set clk_io_pct 0.2

create_clock -name clk0 -period $clk_period [get_ports {clk}]

set non_clock_inputs [all_inputs -no_clocks]
set_input_delay [expr $clk_period * $clk_io_pct] -clock clk0 $non_clock_inputs
set_output_delay [expr $clk_period * $clk_io_pct] -clock clk0 [all_outputs]
==> out/metrics.cfg <==
[critical_path]
r2r_cells=26
required_ps=29230
cp-start-kind=flip-flop
crit_type=flip-flop to flip-flop
endpoint_kind=flip-flop
cp_data_arrival_time_ps=9080
cp_max_fo=21

[global_routing]
grt_pass1_vias=58400
antenna_found_initial=9
grt_max_degree=84
grt_pass1_wl_um=413000
grt_usage_pct=30.4
grt-ovfl-total=0

[cts]
clkSinkCount=1228
cts_made_buffers=130
cts_tree=yes
postCtsSetupRepairBufs=0
cts-root-buf=clkbuf_16
clk_path_buf_depth=3
hold_buffers=0
cts_resized=0
clk_latency_ps=790
path_clk_slew_ps=60
htree_levels=4

[synthesis]
ys_area_sq_um=81900
yosys_warnings=0
yosysUniqueCellTypes=94
syn-cell-area_sq_um=81900
top_area_cell=edfxtp_1
syn_inst=6225
async_flop_share_pct=8.39
yosys.area.top_type_share_pct=41.3
top_cells_by_area=edfxtp_1, mux4_2, fa_1, ha_1, dfrtp_1
flop_cell=edfxtp_1
yosysCellCount=6225
ys_seq_share_pct=44.4
synth-edff-count=1125
numSynthFlops=1228
avgSynthCellArea_sq_um=13.2

[timing]
period_needed_ps=8660
period_used_pct=30.1
worst_pin_slew_ps=1210
fmax_ghz=0.116
slew_headroom_pct=19.3
finalSetupTns_ps=0
report.final.slew_viol_count=0
final-setup-viol-count=0
final.setup_skew_ps=55.0
rsz0062_at_grt=false
hold_viol=0
layout_setup_ws_ps=20140

[placement]
port_buffers=163
dp_hpwl_um=197000
pre_cts_slack_ps=19780
gp_congestion=1.02
dp.cells=8867
dpl_cell_area_sq_um=87200

[drt]
wl_per_cell_um=31.4
drt_iter0_markers=3967
drc_errors=0
via_per_inst=6.02
drt_pass1_iterations=6
num_vias=54800
ant_nets=0
finalWirelength_um=286000

[die]
die-area_sq_um=206000
die_x_um=454
fp_util_pct=40.4
die_y_um=454
rows=165
pin_count=165
core_sq_um=203000

[power]
switching_share_pct=30.2
leakage_nw=33.5
sequentialPowerShare_pct=43.2
p_per_area_nw_per_um2=52.2
cell_internal_pwr_w=0.00333
pwr-share-clk_pct=34.5
irDropWorstVdd_uv=54.3
p_total_w=0.00477
p_comb_share_pct=22.3
p_switching_w=0.00144

[run]
tool_warnings=88
max_cap_violations=0

[layout]
logic_area_sq_um=42200
design_area_sq_um=91500
drive_above_1_share_pct=18.3
fin_cells=9102
area_delta_synth_final_pct=11.7
fill_cells=17800
seq_area_sq_um=36400

[hold_path]
hold_depth=2
min_path_type=flip-flop to flip-flop

[outcome]
status=finished, final reports clean

==> cell type report <==
| class | instances | area share [%] |
|---|---|---|
| sequential | 1228 | 39.8 |
| tap | 2672 | 3.66 |
| antenna | 5 | 0.0137 |
| multi-input combinational | 4049 | 46.1 |
| clock buffer | 174 | 3.86 |
| inverter | 540 | 2.22 |
| timing repair buffer | 378 | 3.60 |
| clock inverter | 56 | 0.754 |
==> registers in the layout (all words and copies together), names as in the netlist, 5 cells and up <==
signal,flops
reg_wr_num,5
data_out,32
alu_out,32
ir,32
instr_addr,32
a,32
sign_ext_imm,28
regs.data,992
state,6
data_addr,32
==> worst max-delay path: stages (launching register included) <==
cell and delay, ps:
edfxtp_1 320, buf_4 210, buf_4 420, ha_1 270
inv_1 120, fa_1 490, inv_1 50, fa_1 410
fa_1 540, inv_1 50, fa_1 470, inv_1 40
ha_1 270, ha_1 290, fa_1 520, fa_1 440
ha_1 370, o21ai_0 480, nor3_1 130, a211o_1 330
o311ai_1 560, a21o_1 210, nand2_1 70, a21oi_1 200
xnor2_1 140, a221oi_1 550, o21ai_0 340
==> synthesized netlist by cell type, types with 20 or more instances <==
library cell / n
fa_1: 412
mux2_2: 114
xor2_1: 63
o21a_1: 43
o21bai_1: 21
ha_1: 280
a21o_1: 46
inv_1: 538
dfrtp_1: 102
a22o_1: 48
nor3_1: 52
xnor2_1: 140
o22ai_1: 38
buf_1: 72
mux2i_1: 71
nor2_1: 376
a211oi_1: 33
a21oi_1: 337
edfxtp_1: 1125
and2_1: 268
a22oi_1: 34
mux4_2: 586
nand2b_1: 32
nor4_1: 32
clkbuf_1: 322
nand2_1: 403
or3_1: 22
a31oi_1: 24
a221oi_1: 20
nor2b_1: 33
a221o_1: 22
o211ai_1: 34
and3_1: 29
nand3_1: 48
nand4_1: 21
o21ai_0: 168
==> placed cells by master, fill, tap and decap left out, types with 63 or more instances in the layout <==
cell type and count:
xnor2_1 140, edfxtp_1 1125, nand2_1 403, mux4_2 586, buf_4 211, mux2_2 114, xor2_1 63, a21oi_1 337
clkbuf_16 130, fa_1 412, nor2_1 344, o21ai_0 168, dfrtp_1 102, clkdlybuf4s50_1 163, mux2i_1 71, and2_1 268
inv_1 537, ha_1 280
==> through the flow <==
step	utilization (%)	hold slack [ps]
floorplan	-	352
global placement	43.0	520
detailed placement	43.0	525
CTS	45.1	540
global route	45.1	565
finish	45.1	548
==> routing by layer <==
layer / global-route usage [%] / up-vias / share of wire, %
met5: 1.07 / - / 0.11
met1: 39.0 / 27600 / 35
met3: 17.6 / 537 / 14
met2: 44.2 / 3341 / 46
met4: 11.1 / 12 / 4.8
li1: - / 23400 / -
==> final timing paths <==
path	start	endpoint	slack, ps
max in group asynchronous	reset	regs.data[73]	22040
worst max register to register	a[6]	alu_out[24]	20140
worst max-delay path	a[6]	alu_out[24]	20140
worst min register to register	regs.data[11]	regs.data[11]	550
worst min-delay path	regs.data[11]	regs.data[11]	550
min in group asynchronous	reset	state[2]	5620
==> power groups by stage <==
stage	clock network, W	registers, W	logic [W]
5_1_grt	0.00174	0.00207	0.00114
4_1_cts	0.00168	0.00206	0.00106
6_report	0.00165	0.00206	0.00106
==> logic make-up after synthesis <==
logic type	share of synthesized area [%]
AOI/OAI and AO/OA	8.07
and+or+nand+nor	8.05
other	0.00458
adders and majority gates	14.4
DFF	44.4
xor gates and xnor gates	2.17
muxes	18.6
buffers and inverters	4.38
Power figures rest on the tool's default switching activity, not on a simulated workload.
